--- design.v ---
`timescale 1ns / 1ps
module SevenSegment( 
    input [3:0]A, input [3:0] B, output reg [6:0] Cathode, output reg [3:0] Anode);
always @ (A, B) begin
    case (A)
        4'b0000 : Cathode = 7'b0000001; 
        4'b0001 : Cathode = 7'b1001111;
        4'b0010 : Cathode = 7'b0010010;
        4'b0011 : Cathode = 7'b0000110;
        4'b0100 : Cathode = 7'b1001100;
        4'b0101 : Cathode = 7'b0100100;
        4'b0110 : Cathode = 7'b0100000;
        4'b0111 : Cathode = 7'b0001111;
        4'b1000 : Cathode = 7'b0000000;
        4'b1001 : Cathode = 7'b0001100;
        4'b1010 : Cathode = 7'b0001000;  
        4'b1011 : Cathode = 7'b1100000;  
        4'b1100 : Cathode = 7'b0110001;  
        4'b1101 : Cathode = 7'b1000010;  
        4'b1110 : Cathode = 7'b0110000;  
        4'b1111 : Cathode = 7'b0111000;  
    endcase
        Anode[3] = !B[3];
        Anode[2] = !B[2];
        Anode[1] = !B[1];
        Anode[0] = !B[0];
end
endmodule
--- run.sh ---
#!/bin/bash
# OpenROAD 26Q1-2900-gdf79404cd8, Yosys 0.63+post, stock flow scripts
make -C /OpenROAD-flow-scripts/flow DESIGN_CONFIG=/design/flow/config.mk WORK_HOME=/design/flow/orfs finish
--- config.mk ---
export PLATFORM = sky130hd
export DESIGN_NAME = SevenSegment
export DESIGN_NICKNAME = SevenSegment
export VERILOG_FILES = /design/flow/design.v
export SDC_FILE = /design/flow/constraint.sdc
export NUM_CORES = 4
export LEC_CHECK = 1
export CORE_AREA = 10 10 70 70
export DIE_AREA = 0 0 80 80
--- constraint.sdc ---
current_design SevenSegment

set clk_period 1.1
set clk_io_pct 0.2

create_clock -name clk0 -period $clk_period

set non_clock_inputs [all_inputs -no_clocks]
set_input_delay [expr $clk_period * $clk_io_pct] -clock clk0 $non_clock_inputs
set_output_delay [expr $clk_period * $clk_io_pct] -clock clk0 [all_outputs]
==> node_exporter_impl.prom <==
# HELP chip_impl_metric Implementation results
# TYPE chip_impl_metric gauge
chip_impl_info{name="slowest_stage",value="sky130_fd_sc_hd__or3b_1"} 1
chip_impl_metric{name="ant_nets",unit=""} 0
chip_impl_metric{name="instance_count_of_the_mapped_netlist",unit=""} 42
chip_impl_metric{name="hold_buffers",unit=""} 0
chip_impl_metric{name="ir_drop",unit="V"} 0.000134
chip_impl_metric{name="timing.final.setup_violations",unit=""} 7
chip_impl_metric{name="place_hpwl",unit="µm"} 893
chip_impl_metric{name="timing.fmax",unit="MHz"} 743
chip_impl_info{name="category_of_the_worst_setup_path_launch_point",value="primary input"} 1
chip_impl_info{name="cp-end-kind",value="output pin"} 1
chip_impl_metric{name="n_fill_cell",unit=""} 391
chip_impl_metric{name="finalNonFillerCells",unit=""} 122
chip_impl_metric{name="clkbuf_count",unit=""} 0
chip_impl_metric{name="endpoints_failing_hold",unit=""} 0
chip_impl_metric{name="layout_utilization",unit="%"} 21.0
chip_impl_metric{name="num_vias",unit=""} 398
chip_impl_metric{name="n_sequential_cell",unit=""} 0
chip_impl_metric{name="synth_warnings",unit=""} 1
chip_impl_metric{name="antenna_found_initial",unit=""} 0
chip_impl_metric{name="synth_chip_area",unit="µm²"} 280
chip_impl_metric{name="netlist_area",unit="µm²"} 280
chip_impl_metric{name="syn_avg_cell_area",unit="µm²"} 6.67
chip_impl_metric{name="core_region_area",unit="µm²"} 3420
chip_impl_metric{name="power_per_cell_area",unit="nW/µm²"} 335
chip_impl_metric{name="timing.final.ws_setup",unit="ps"} -246
chip_impl_info{name="timing.setup.critical_path_class",value="in -> out"} 1
chip_impl_metric{name="synth_seq_share",unit="%"} 0
chip_impl_metric{name="count_of_port_buffers_added_during_placement",unit=""} 19
chip_impl_metric{name="grt_overflow",unit=""} 0
chip_impl_metric{name="placedCellCount",unit=""} 119
chip_impl_metric{name="post-place-ws",unit="ps"} -1140
chip_impl_metric{name="worst_slew_margin_rel",unit="%"} 87.9
chip_impl_info{name="hold_path.startpoint",value="A[3]"} 1
chip_impl_info{name="holdCritPathClass",value="in -> out"} 1
chip_impl_metric{name="netlist-cell-type-count",unit=""} 19
chip_impl_info{name="status",value="complete, but fails checks"} 1
chip_impl_metric{name="routedWlPerCell",unit="µm"} 8.84
chip_impl_metric{name="slowest_stage_delay_cp",unit="ps"} 380
chip_impl_info{name="failed_checks",value="negative setup slack"} 1
chip_impl_metric{name="final_period_util",unit="%"} 122
chip_impl_info{name="timing.critical_path.cells",value="buf_8 -> ha_2 -> nor2_1 -> or3b_1 -> o31ai_2 -> buf_2"} 1
chip_impl_metric{name="cap_violations",unit=""} 0
chip_impl_metric{name="vias_per_cell",unit=""} 3.26
chip_impl_metric{name="placement_rows",unit=""} 21
chip_impl_metric{name="synth-cells-yosys",unit=""} 42
chip_impl_metric{name="dieWidth",unit="µm"} 80
chip_impl_metric{name="grt_max_degree",unit=""} 9
chip_impl_metric{name="critPathArrivalTime",unit="ps"} 1130
chip_impl_metric{name="fp_util",unit="%"} 8.21
chip_impl_metric{name="final-seq-area",unit="µm²"} 0
chip_impl_metric{name="worst-endpoint-required",unit="ps"} 880
chip_impl_metric{name="gpl.final_weighted_congestion",unit=""} 0.760
chip_impl_metric{name="chipHeight",unit="µm"} 80
chip_impl_info{name="grt_setup_unrepaired",value="yes"} 1
chip_impl_metric{name="detailedRoute.firstIterationViolations",unit=""} 10
chip_impl_metric{name="detail_route.drc_violations",unit=""} 0
chip_impl_metric{name="num_io_pins",unit=""} 19
chip_impl_metric{name="grt_pass1_vias",unit=""} 408
chip_impl_metric{name="first_pass_iters",unit=""} 4
chip_impl_metric{name="worst-path-max-fanout",unit=""} 3
chip_impl_metric{name="layout-area-overhead-vs-synth",unit="%"} 155
chip_impl_metric{name="drt_wl_total",unit="mm"} 1.08
chip_impl_metric{name="period_minus_slack",unit="ps"} 1350
chip_impl_metric{name="n_antenna_cell",unit=""} 0
chip_impl_metric{name="timing.setup.tns",unit="ps"} -1040
chip_impl_metric{name="min_delay_path_depth",unit=""} 3
chip_impl_metric{name="pins_over_their_slew_limit",unit=""} 0
chip_impl_metric{name="openroad_warning_count",unit=""} 39
chip_impl_info{name="hold_end",value="Cathode[6]"} 1
chip_impl_metric{name="grt_util_all_layers",unit="%"} 3.28
chip_impl_metric{name="worst_slew_pin_slew",unit="ps"} 181
chip_impl_metric{name="grt_first_pass_wirelength",unit="mm"} 1.79
chip_impl_metric{name="p_leak",unit="µW"} 0.000333
chip_impl_metric{name="post_route_cells_drive_above_1_share",unit="%"} 63.2
chip_impl_metric{name="die_area",unit="µm²"} 6400
==> worst max-delay path, delay by kind of cell <==
kind	cells	cell delay [ps]
simple gates	2	430
buf+inv	2	230
fa+ha+maj	1	170
compound gates	1	70
==> worst max-delay path by stage <==
stage | startpoint | endpoint | slack, ps
final | A[1] | Cathode[6] | -250
after global routing | A[1] | Cathode[6] | -300
after CTS | A[0] | Cathode[6] | -240
==> per-stage QoR <==
stage / area [µm²] / power [µW] / hold slack [ps]
detailed placement: 633 / 222 / 1320
finish: 716 / 240 / 772
global placement: 633 / 221 / 1330
floorplan: 293 / 76.1 / 449
CTS: 688 / 227 / 884
global route: 716 / 264 / 807
==> synth_stat cells (2+ instances only) <==
master | instances | area (µm²)
sky130_fd_sc_hd__nand3_1 | 3 | 15.0
sky130_fd_sc_hd__nand2_1 | 2 | 7.51
sky130_fd_sc_hd__inv_1 | 6 | 22.5
sky130_fd_sc_hd__nor2_1 | 6 | 22.5
sky130_fd_sc_hd__a21oi_1 | 3 | 15.0
sky130_fd_sc_hd__o21ai_1 | 4 | 20.0
sky130_fd_sc_hd__ha_1 | 6 | 75.1
==> cell usage in the layout, fill, tap and decap left out, drive strengths merged <==
master,synthesis,final
clkbuf,0,3
a21boi,1,1
mux2,2,2
nand3,3,3
nor2,6,6
a21oi,3,3
clkdlybuf4s50,0,2
nor2b,1,1
nand2,2,2
o32ai,1,1
o21ai,5,5
or3b,1,1
a22o,1,1
buf,2,26
inv,7,7
ha,6,6
dlygate4sd2,0,5
o31ai,1,1
==> cell families after synthesis <==
logic type	synth area share (%)
AND-OR/OR-AND	28.6
adder cells (fa/ha/maj)	26.8
buffers and inverters	13.8
multiplexers	9.37
AND/OR/NAND/NOR	21.4
==> repair_timing <==
| action | 4_1_cts | 5_1_grt |
|---|---|---|
| buffers inserted | 1 | 2 |
| gates resized | 64 | 16 |
| pin swaps | 3 | 2 |
| setup endpoints to repair | 11 | 8 |
==> layer usage <==
layer	GRT usage, %	share of wire (%)
met1	4.42	50
met2	5.46	43
met3	0.795	6.2
met4	0	0
met5	0	0
==> area by class of cell <==
type / count / area [µm²] / area share, %
tap: 46 / 57.6 / 8.04
multi-input combinational: 33 / 324 / 45.3
inverter: 7 / 36.3 / 5.07
timing repair buffer: 36 / 298 / 41.6
==> power breakdown <==
| group | total, µW | switching, µW | internal (µW) |
|---|---|---|---|
| Combinational | 240 | 94.1 | 146 |
| Sequential | 0 | 0 | 0 |
| Clock | 0 | 0 | 0 |
No activity file was given, so power comes from the tool's default toggle rates.
